==> /design/flow/design.v <==
module Adder_8(
  input wire [7:0]a,
  input wire [7:0]b,
  output wire [7:0]out,
  output wire carry
);
assign {carry, out} = a + b;
endmodule
module Adder_9(
  input wire [8:0] a,
  input wire [8:0] b,
  input wire cin,  
  output wire [7:0] out,
  output wire carry10,
  output wire carry9
);
assign {carry10, carry9 ,out} = a + b + cin;
endmodule
module Reg16Bit (
    input wire [7:0] input_a,
    input wire [7:0] input_b,
    input wire clk,
    output reg [7:0] out_a,
    output reg [7:0] out_b
);
reg first_clk = 1'b1;
reg second_clk = 1'b0;
initial begin
    out_b <= 8'b00000000;
end
always @(posedge clk) begin
    if (first_clk) begin
      first_clk <= 1'b0;  
      second_clk <= 1'b1;
      out_b <= 8'b00000000;  
      out_a <= input_a[7:0];
    end else if (second_clk) begin    
      first_clk <= 1'b0;  
      second_clk <= 1'b0;
      out_b <= 8'b00000000;  
      out_a <= input_a[7:0];
    end else begin
        out_a <= input_a[7:0];  
        out_b <= input_b[7:0];  
    end
  end
endmodule
module Reg9Bit (
    input wire [8:0] data_in,
    input wire clk,
    output reg [7:0] data_out_8bit,  
    output reg data_out_1bit  
);
always @(posedge clk) begin
    data_out_8bit <= data_in[7:0];  
    data_out_1bit <= data_in[8];  
end
endmodule
module Multiplexer2to1 (
    input wire [7:0] input_from_sum,
    input wire [7:0] input_from_reg9,
    input wire control,
    output wire [7:0] out
);
assign out = (control) ? input_from_sum : input_from_reg9;
endmodule
module modulo_adder (
  input [7:0] input_a,
  input clk,
  input [7:0] P_reverse,
  output [7:0] mux_out
);
  wire [7:0] reg16_out_a;  
  wire [7:0] reg16_out_b;  
  wire [7:0] sum1_out;   
  wire sum1_carry;   
  wire [7:0] reg9_out_8;   
  wire reg9_out_carry;  
  wire [7:0] sum2_out;  
  wire sum2_out_carry;  
  Reg16Bit reg_16_bit (
      .input_a(input_a),
      .input_b(mux_out),
      .clk(clk),
      .out_a(reg16_out_a),
      .out_b(reg16_out_b)
  );
  Adder_8 adder_8(
      .a(reg16_out_a),
      .b(reg16_out_b),
      .out(sum1_out),
      .carry(sum1_carry)
  );
  Reg9Bit reg9Bit(
      .data_in({sum1_carry, sum1_out}),
      .clk(clk),
      .data_out_8bit(reg9_out_8),
      .data_out_1bit(reg9_out_carry)
  );
  Adder_9 Adder_9(
      .a({reg9_out_carry, reg9_out_8}),
      .b({1'b1, P_reverse}),
      .cin({1'b1}),
      .out(sum2_out),
      .carry10(sum2_out_carry)
  );
  Multiplexer2to1 Multiplexer2to1(
      .input_from_sum(sum2_out),
      .input_from_reg9(reg9_out_8),
      .control(sum2_out_carry),
      .out(mux_out)
  );
endmodule
==> /design/flow/run.sh <==
#!/bin/bash
# OpenROAD 26Q1-2900-gdf79404cd8, Yosys 0.63+post, stock flow scripts
make -C /OpenROAD-flow-scripts/flow DESIGN_CONFIG=/design/flow/config.mk WORK_HOME=/design/flow/orfs finish
==> /design/flow/config.mk <==
export PLATFORM = sky130hd
export DESIGN_NAME = modulo_adder
export DESIGN_NICKNAME = modulo_adder
export VERILOG_FILES = /design/flow/design.v
export SDC_FILE = /design/flow/constraint.sdc
export NUM_CORES = 4
export LEC_CHECK = 1
export CORE_AREA = 10 10 92 92
export DIE_AREA = 0 0 102 102
==> /design/flow/constraint.sdc <==
current_design modulo_adder

set clk_period 6.3
set clk_io_pct 0.2

create_clock -name clk0 -period $clk_period [get_ports {clk}]

set non_clock_inputs [all_inputs -no_clocks]
set_input_delay [expr $clk_period * $clk_io_pct] -clock clk0 $non_clock_inputs
set_output_delay [expr $clk_period * $clk_io_pct] -clock clk0 [all_outputs]
==> notes.md <==
run metrics: CTS root buf clkbuf_8, Routed Antenna Nets 0, OpenROAD warning count 25, Reg2Reg Setup Slack about 4.4 ns, DP HPWL 2390 um, CP startpoint kind input pin, H-tree levels 1, CP Data Arrival Time 3.56 ns, first-pass GRT wire length between 4000 and 5000 um, Commonest Layout Cell dfxtp_1, fp_density 0.222, Tmin final 4.82 ns, worst min path class reg2reg, TritonCTS buffer count 3, clk latency late pin roughly 0.26 ns, filler cell count roughly 690, Overall Global Routing Usage 0.0568, initial antenna violation count 0, Yosys Instances around 150, syn_area_per_cell 9.89 um2, Resized Gates After CTS 0, Netlist cell types ~40, max_cap viols 0, Synth Seq Share 0.377, WP data required 5.04 ns, Synth Register Bits 27, total power 896 uW, DR WL/cell 11.2 um, Diodes inserted 0, Post-synth EDFFs 0, Die W 102 um, Comb gate area roughly 870 um2, layout cells sized above 1 0.0814, cell area after technology mapping 1430 um2, Peak Freq 208 MHz, Pleak 0.766 nW, Yosys chip area 1430 um2, FF/Latch Area 541 um2, final worst path period share 0.765, clk_skew 0.00215 ns, Dominant Register Cell dfxtp_1, Post-CTS Hold Fix Bufs 0, Rows 29, most frequent cells in the layout dfxtp_1, clkdlybuf4s50_1, ha_1, a21oi_1, Reg clk slew, reported paths about 0.08 ns, largest net degree at the start of global routing 15, Ports 25, CP Capture Type output pin, RSZ-0062 raised after global routing false, gpl congestion approximately 0.81, drt first-iter violations 40, YS warnings 2, maximum root-to-sink buffer count 2, grt ovf 0, dpl ws 1.45 ns, setup TNS 0 ns, DRC Markers 0, Final WS setup 1.48 ns, CTS tree done, Area Overhead vs Synth 26.4%, drt first pass iters 4, Sink Count 27, chip area 10400 um2, Final Hold Vio Count 0, PortBufs 24, die height between 100 and 150 um, Power Density 495 nW/um2, Avg Vias per Cell 4.21, Cells after Synth 145, Final setup viols 0, Max VDD drop roughly 0.15 mV, via count 1049, share of synthesized registers carrying an async set or reset 0, Max Slew Vio Count 0, core area 6460 um2, Setup CP Type in2out, number of global-route vias before repair 1095, WL final between 2000 and 3000 um, # Post-CTS Setup Buffers 0, crit-path max FO 2, status finished clean
==> cells by family (layout without fill, tap and decap cells) <==
kind of cell / Yosys count / after routing / share of synthesized area
AND-OR/OR-AND: 42 / 42 / 0.235
other: 1 / 1 / 0.00262
flip-flops: 27 / 27 / 0.377
XOR/XNOR: 9 / 9 / 0.0550
AND/OR/NAND/NOR: 41 / 41 / 0.141
buffers and inverters: 6 / 33 / 0.0157
multiplexers: 1 / 1 / 0.00698
adder cells (fa/ha/maj): 18 / 18 / 0.168
==> sequential cells by signal (all words and copies together) (netlist names) <==
| signal | flops |
|---|---|
| reg9Bit.data_out_1bit | 1 |
| reg_16_bit.out_a | 8 |
| reg9Bit.data_out_8bit | 8 |
| reg_16_bit.first_clk | 1 |
| reg_16_bit.second_clk | 1 |
| reg_16_bit.out_b | 8 |
==> final timing paths <==
| path | startpoint | end | cells after the start |
|---|---|---|---|
| min | reg_16_bit.first_clk | reg_16_bit.second_clk | 0 |
| min reg2reg | reg_16_bit.first_clk | reg_16_bit.second_clk | 0 |
| max | P_reverse[0] | mux_out[6] | 10 |
| max reg2reg | reg_16_bit.out_b[0] | reg9Bit.data_out_8bit[6] | 7 |
==> power breakdown <==
part	switching, mW	internal [mW]
combinational	0.263	0.292
sequential	0.0293	0.221
clock	0.0468	0.0451
==> stage by stage <==
stage          utilization  instance area (um2)  instances  hold WS, ns
2_1_floorplan            -                 1430        145        0.345
3_3_place_gp         0.274                 1770        245        0.351
3_5_place_dp         0.274                 1770        245        0.358
4_1_cts              0.281                 1810        249        0.371
5_1_grt              0.281                 1810        249        0.379
6_report             0.281                 1810        249        0.368
==> layer usage <==
metal | global-route usage | vias to the layer above | routed length, um
li1 | - | 578 | -
met1 | 0.0717 | 454 | 1350
met2 | 0.104 | 13 | 1360
met3 | 0.00682 | 4 | 38
met4 | 0.00759 | 0 | 36
met5 | 0 | - | 0
==> area by class of cell <==
cell class                      instances  area share
Multi-Input combinational cell        112       0.481
Sequential cell                        27       0.298
Timing Repair Buffer                   24       0.133
Tap cell                               77      0.0532
Clock buffer                            4      0.0249
Inverter                                5      0.0104
==> synthesized netlist by cell type, drive strengths merged, types with 2 or more instances <==
library cell,instances,share of area
a21o,3,0.016
a21oi,13,0.045
nand2b,3,0.013
nor3,3,0.010
dfxtp,27,0.38
inv,5,0.013
or2,2,0.0087
nor2,11,0.034
xnor2,5,0.031
o21a,3,0.016
o211ai,3,0.019
a211oi,5,0.044
nand3,6,0.021
o21ai,4,0.014
nand2,11,0.031
nor2b,2,0.0087
ha,16,0.14
fa,2,0.028
xor2,4,0.024
==> critical path, cell delays in order <==
cell             delay [ns]
clkdlybuf4s50_1        0.45
inv_1                  0.04
ha_1                   0.21
fa_1                   0.40
nor2b_1                0.16
o31a_1                 0.18
mux2i_1                0.19
o22ai_1                0.12
nand2_1                0.08
clkdlybuf4s50_1        0.47
Power is estimated from default activity; no workload was simulated.
